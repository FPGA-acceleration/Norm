==> design/flow/design.v <==
`timescale 1ns / 1ps
module bf_fifo(
    input  wire       aclk,
    input  wire       aresetn,
    input  wire [15:0] S_AXIS_TDATA,
    input  wire        S_AXIS_TVALID,
    output wire        S_AXIS_TREADY,
    output wire [15:0] M_AXIS_TDATA,
    output wire        M_AXIS_TVALID,
    input  wire        M_AXIS_TREADY
);
localparam integer PIPELINE_STAGES = 27;
reg  [15:0] pipe_data  [0:PIPELINE_STAGES-1];
reg         pipe_valid [0:PIPELINE_STAGES-1];
wire        pipe_ready [0:PIPELINE_STAGES-1];
genvar g;
generate
  for (g = 0; g < PIPELINE_STAGES; g = g + 1) begin : ready_chain
    if (g == PIPELINE_STAGES - 1)   
      assign pipe_ready[g] = !pipe_valid[g] || M_AXIS_TREADY;
    else                            
      assign pipe_ready[g] = !pipe_valid[g] || pipe_ready[g + 1];
  end
endgenerate
assign S_AXIS_TREADY = pipe_ready[0];
always @(posedge aclk or negedge aresetn) begin
    if (!aresetn) begin
        pipe_data[0]  <= 128'b0;
        pipe_valid[0] <= 1'b0;
    end else if (pipe_ready[0]) begin
        pipe_valid[0] <= S_AXIS_TVALID;  
        if (S_AXIS_TVALID) begin
            pipe_data[0] <= S_AXIS_TDATA;  
        end
    end
end
integer i;
always @(posedge aclk or negedge aresetn) begin
    if (!aresetn) begin
        for (i = 1; i < PIPELINE_STAGES; i = i + 1) begin
            pipe_data[i]  <= 128'b0;
            pipe_valid[i] <= 1'b0;
        end
    end else begin
        for (i = 1; i < PIPELINE_STAGES; i = i + 1) begin
            if (pipe_ready[i]) begin
                pipe_valid[i] <= pipe_valid[i-1];
                if (pipe_valid[i-1]) begin
                    pipe_data[i] <= pipe_data[i-1];
                end
            end
        end
    end
end
assign M_AXIS_TDATA  = pipe_data[PIPELINE_STAGES-1];
assign M_AXIS_TVALID = pipe_valid[PIPELINE_STAGES-1];
endmodule
==> design/flow/run.sh <==
#!/bin/bash
# OpenROAD 26Q1-2900-gdf79404cd8, Yosys 0.63+post, stock flow scripts
make -C /OpenROAD-flow-scripts/flow DESIGN_CONFIG=/design/flow/config.mk WORK_HOME=/design/flow/orfs finish
==> design/flow/config.mk <==
export PLATFORM = sky130hd
export DESIGN_NAME = bf_fifo
export DESIGN_NICKNAME = bf_fifo
export VERILOG_FILES = /design/flow/design.v
export SDC_FILE = /design/flow/constraint.sdc
export NUM_CORES = 4
export LEC_CHECK = 1
export CORE_UTILIZATION = 30
==> design/flow/constraint.sdc <==
current_design bf_fifo

set clk_period 5.9
set clk_io_pct 0.2

create_clock -name clk0 -period $clk_period [get_ports {aclk}]

set non_clock_inputs [all_inputs -no_clocks]
set_input_delay [expr $clk_period * $clk_io_pct] -clock clk0 $non_clock_inputs
set_output_delay [expr $clk_period * $clk_io_pct] -clock clk0 [all_outputs]
==> flow_metrics.env <==
# source this file to load flow results
export IMPL_r2r_start="pipe_valid[15]$_DFFE_PN0P_"
export IMPL_syn_area_per_cell_um2=16.8
export IMPL_fmax_mhz=214
export IMPL_synth_cell_types=32
export IMPL_cp_startpoint="M_AXIS_TREADY"
export IMPL_grt_pass1_wl_um=41600
export IMPL_routed_via_density=4.33
export IMPL_synthTopCellsByArea="dfrtp_1, mux2_2, mux2_1"
export IMPL_leakage_nw=8.67
export IMPL_critPathLaunchType="primary input"
export IMPL_finalCriticalPeriod_ps=4680
export IMPL_die_w_um=242
export IMPL_clock_path_buffers=3
export IMPL_top_area_cell="dfrtp_1"
export IMPL_drtAntennaViolNets=0
export IMPL_cts_resized=0
export IMPL_grt_overflow_total=0
export IMPL_maxCapViolations=0
export IMPL_async_flop_share_pct=100
export IMPL_syn_cell_area_um2=17200
export IMPL_grt_start_max_net_pins=130
export IMPL_syn_instance_count=1026
export IMPL_fp_util_pct=30.5
export IMPL_drt_iter0_drc=314
export IMPL_crit_type="in -> out"
export IMPL_antennaDiodeCount=0
export IMPL_ys_flops=459
export IMPL_numPortBuffers=37
export IMPL_nFillCells=5263
export IMPL_utilization_pct=35.4
export IMPL_cp_arrival_ps=3500
export IMPL_cp_slowest_cell="or4_1"
export IMPL_peakVddDrop_uv=217
export IMPL_finalCritPeriodShare_pct=79.3
export IMPL_busiest_layer="met2"
export IMPL_clk_pin_slew_worst_paths_ps=60
export IMPL_met1_usage_pct=12.1
export IMPL_finalSetupViolations=0
export IMPL_tool_warnings=29
export IMPL_grt_antenna_before_repair=0
export IMPL_rsz0062_at_grt="false"
export IMPL_gr_usage_met3_pct=1.87
export IMPL_hold_path_class="reg -> reg"
export IMPL_worstHoldStart="pipe_data[0][5]$_DFFE_PN0P_"
export IMPL_synthToLayoutAreaGrowth_pct=16.2
export IMPL_routedWlPerCell_um=11.9
export IMPL_edf_count=0
export IMPL_drt_wl_total_um=22400
export IMPL_fin_skew_ps=13.6
export IMPL_cts_sinks=459
export IMPL_crit_fanout=18
export IMPL_cp_slowest_stage_delay_ps=570
export IMPL_top_area_share_pct=66.7
export IMPL_die_area_um2=58300
export IMPL_cts_root_buf="clkbuf_16"
export IMPL_tightest_slew_ps=924
export IMPL_status="finished clean"
export IMPL_core_rowCount=87
export IMPL_clk_latency_ps=540
export IMPL_cp_required_ps=4720
export IMPL_critical_path_endpoint_type="primary output"
export IMPL_finalHoldViolations=0
export IMPL_ff_type="dfrtp_1"
export IMPL_synth_most_common_cell="dfrtp_1"
export IMPL_first_global_vias=8593
export IMPL_die_h_um=242
export IMPL_ys_area_um2=17200
export IMPL_drc=0
export IMPL_p_per_area_nw_per_um2=466
export IMPL_cts_setup_buffers=0
export IMPL_numCtsBuffers=45
export IMPL_globalRouteMet2Util_pct=13.6
export IMPL_ys_seq_share_pct=66.7
export IMPL_grt_usage_pct=8.48
export IMPL_num_vias=8140
export IMPL_gp_congestion=0.714
export IMPL_first_pass_iters=4
export IMPL_cts_max_level=2
export IMPL_yosysWarnings=3
export IMPL_tritoncts="done"
export IMPL_dp_hpwl_um=14500
export IMPL_cp_cell_sequence="clkdlybuf4s50_1 > nand4b_1 > or4_1 > buf_4 > or4_1 > clkdlybuf4s50_1"
export IMPL_yosys_top_cells_count="dfrtp_1, mux2_2, nand2_1"
export IMPL_slew_viol_final=0
export IMPL_drive_above_1_share_pct=46.5
export IMPL_tns_ps=0
export IMPL_slew_headroom_pct=38.4
export IMPL_ios=38
export IMPL_ys_cells=1026
export IMPL_coreArea_um2=56500
export IMPL_hold_buffers=0
[final cells by class]
class / count / area, um2 / area share (%)
inverters: 4 / 15.0 / 0.0751
multi-input cells: 527 / 5560 / 27.8
well taps: 756 / 946 / 4.73
flip-flops and latches: 459 / 11500 / 57.4
clock inverters: 12 / 120 / 0.601
clock buffers: 68 / 1360 / 6.78
repair buffers: 53 / 520 / 2.60
[per-stage QoR]
step	hold slack (ps)	total power (W)	setup WS [ps]	cells	cell area [um2]
after CTS	494	0.00950	1190	1879	20000
after floorplan	446	0.00617	2120	1026	17200
after detailed placement	480	0.00663	1210	1799	18500
after global placement	465	0.00652	1190	1799	18500
final	485	0.00932	1220	1879	20000
after global routing	508	0.00995	1110	1879	20000
[layout by cell type, fill, tap and decap left out]
cell / instances
dfrtp_1: 459
mux2_2: 422
clkbuf_16: 47
clkdlybuf4s50_1: 36
nand2_1: 20
buf_4: 14
o21bai_1: 12
clkbuf_1: 11
mux2_1: 10
clkbuf_8: 10
nand3_1: 9
nand2b_1: 8
clkinv_2: 7
nand4_1: 6
o21ai_1: 6
o31ai_4: 4
inv_1: 4
o21ai_2: 4
or4_1: 3
and2_1: 3
and3_1: 3
o41ai_4: 3
or2_2: 3
o21a_1: 2
a21o_1: 2
inv_6: 2
bufinv_16: 2
buf_12: 2
nand4b_1: 1
and4b_1: 1
and4_1: 1
nand3b_1: 1
nor3_1: 1
o21ai_0: 1
nor3b_1: 1
clkinvlp_4: 1
buf_8: 1
[routing by layer]
| metal | wire, um | vias up |
|---|---|---|
| met5 | 0 | - |
| met4 | 456 | 0 |
| met3 | 1040 | 44 |
| met2 | 10600 | 96 |
| met1 | 10300 | 4135 |
| li1 | - | 3865 |
[kinds of logic (layout without fill, tap and decap cells)]
logic type,Yosys count,in the layout,synth area share [%]
DFF,459,459,66.7
buffers and inverters,40,137,1.10
muxes,432,432,28.3
AOI/OAI and AO/OA,34,34,1.95
and+or+nand+nor,61,61,1.94
[critical path: cells and delay by family]
family                 cells  cell delay, ps
AND/OR/NAND/NOR            3            1190
buffers and inverters      3            1130
[where the power goes]
part	internal, W	total [W]	switching [W]
combinational	0.00111	0.00159	0.000475
clock	0.00167	0.00280	0.00113
sequential	0.00439	0.00493	0.000549
total	0.00717	0.00932	0.00215
[registers in the layout (all words and copies together) (netlist names)]
| register | count |
|---|---|
| pipe_data | 432 |
| pipe_valid | 27 |
[worst paths after layout]
path,endpoint,slack (ps),cells past startpoint
max,S_AXIS_TREADY,1220,6
min,pipe_data[0][5]$_DFFE_PN0P_,490,1
max reg2reg,pipe_data[2][9]$_DFFE_PN0P_,2920,5
min reg2reg,pipe_data[0][5]$_DFFE_PN0P_,490,1
max in group asynchronous,pipe_data[18][13]$_DFFE_PN0P_,4030,2
min in group asynchronous,pipe_data[25][1]$_DFFE_PN0P_,660,1
Power figures rest on the tool's default switching activity, not on a simulated workload.
